==> design.v <==
module multiplier (
	input clk,
	input [15:0] multiplicand, 
	input [7:0] multiplier,  
	output logic [23:0] product
);
logic[7:0] [23:0] easy_partial;
logic[23:0] easy_sum;
generate 
	for(genvar i = 0; i < 8; i++) begin
		always_comb begin
			easy_partial[i] = multiplier[i] ? multiplicand << i : 24'b0;
		end
	end
endgenerate
always_comb begin
	easy_sum = 
		easy_partial[0] +
		easy_partial[1] +
		easy_partial[2] +
		easy_partial[3] +
		easy_partial[4] +
		easy_partial[5] +
		easy_partial[6] +
		easy_partial[7];
	 product = easy_sum;
end
endmodule
==> run.sh <==
#!/bin/bash
# OpenROAD 26Q1-2900-gdf79404cd8, Yosys 0.63+post, stock flow scripts
make -C /OpenROAD-flow-scripts/flow DESIGN_CONFIG=/design/flow/config.mk WORK_HOME=/design/flow/orfs finish
==> config.mk <==
export PLATFORM = sky130hd
export DESIGN_NAME = multiplier
export DESIGN_NICKNAME = multiplier
export VERILOG_FILES = /design/flow/design.v
export SDC_FILE = /design/flow/constraint.sdc
export NUM_CORES = 4
export LEC_CHECK = 1
export CORE_UTILIZATION = 40
export SYNTH_HDL_FRONTEND = slang
==> constraint.sdc <==
current_design multiplier

set clk_period 15.4
set clk_io_pct 0.2

create_clock -name clk0 -period $clk_period

set non_clock_inputs [all_inputs -no_clocks]
set_input_delay [expr $clk_period * $clk_io_pct] -clock clk0 $non_clock_inputs
set_output_delay [expr $clk_period * $clk_io_pct] -clock clk0 [all_outputs]
==> deck_impl_summary.md <==
Physical Implementation Snapshot

Drt
  – Initial drt markers: approximately 65
  – Wire per inst: ~13 µm
  – Vias per std cell: between 5 and 6
  – Drt total wl: 8350 µm
  – Final ANT Viol Nets: 0
  – Post-route DRC: 0
  – Vias: 3342
  – Antenna Diode Count: 0
  – Pre-antenna DRT Iters: 23

Floorplan
  – Die height: between 100 and 150 µm
  – Die area: 0.0104 mm²
  – Die width: 102 µm
  – Cell Rows: 36
  – IO Pins: 49
  – Core ar.: 0.00973 mm²
  – FP Util: 0.412

Layout
  – Fin area: 0.00460 mm²
  – Fill cells: 986
  – Top cell excl fill/tap: nand2_1
  – Commonest non-fill, non-tap cells in the layout: nand2_1, fa_1, inv_1, ha_1, clkdlybuf4s50_1
  – Sequential cell count: 0
  – Area added between synthesis and finish: 14.9%
  – Comb area: 0.00369 mm²
  – Final Non-Filler Cells: approximately 650
  – Fraction of layout cells with a size suffix above 1: 0.0173
  – FF/Latch Area: 0 µm²
  – Clock buf count: 0

Hold path
  – Hold Path Cell Cnt: 3
  – Hold/Removal Path Class: in -> out

Status
  – Status: complete, no violations

Critical path
  – Critical path peak fanout: 16
  – WS Path Type: in -> out
  – Crit path launch type: input port
  – Required time worst endpoint: 12.32 ns
  – Crit path capture type: output port
  – Data arrival, critical path: 9.48 ns

Final timing
  – Unrepaired setup endpoints after global routing: no
  – Max Fclk: 79.6 MHz
  – Slew HR: 0.563
  – Sum Neg Setup Slack: 0 ns
  – Final number of max-transition violations: 0
  – Post-layout period usage: 0.815
  – Final-report hold violation count: 0
  – Final setup viols: 0
  – Hold_ws: 7.33 ns
  – Worst slew pin tran: 0.654 ns
  – Crit path time final: 12.56 ns

Logic synthesis
  – Avg Inst Size Synth: 8.24 µm²
  – Cell type with the largest total area: fa_1
  – Top cell type's share of synthesized area: 0.370
  – Cell Type Count: 37
  – Biggest area cells: fa_1, ha_1, nand2_1, and2_1, inv_1
  – Synth Seq Share: 0
  – Synthesized cell area: 0.00401 mm²
  – Mapped Cells: about 500
  – Yosys warns: 0
  – Cells in synth_stat.txt: 486
  – Yosys Chip Area: about 0.0040 mm²

Power
  – Leakage: between 2 and 2.5 nW
  – VDD IR max: 0.114 mV
  – Cell internal pwr: 0.000373 W
  – Logic pwr share: 1.000
  – PD cells: 144 mW/mm²
  – Sw frac: 0.436
  – Part of the power in registers: 0
  – Clock share of power: 0
  – NetSw: 0.000289 W

Clock network
  – Post-CTS Setup Inserts: 0
  – Hold buffer count at cts: 0
  – Resize count post-CTS: 0

Global route
  – First-pass GRT wire length: 14400 µm
  – Total grt overflow: 0
  – Vias in the first global route: between 3000 and 4000
  – Total GRT Usage: 0.179
  – Initial antenna violation count: 0
  – Largest net degree at the start of global routing: 17

Place
  – Dpl cell area: 0.00460 mm²
  – RD Place Congestion: 0.844
  – Hpwl dp: 7160 µm
  – Placed cells: 654
  – I/O Buffers: 48

Run
  – Warning total across the stage logs: 33
  – Number of max-cap violations: 0
[critical path: stages]
cell,delay [ns]
clkdlybuf4s50_1,0.79
and2_1,0.26
ha_1,0.26
a211oi_1,0.31
nor2_1,0.12
o21a_1,0.19
nor2_1,0.11
xor2_1,0.23
fa_1,0.47
fa_1,0.40
fa_1,0.50
fa_1,0.54
inv_1,0.06
ha_1,0.30
a211oi_1,0.35
o21ai_1,0.16
a21oi_2,0.27
o21ai_1,0.15
o31ai_1,0.29
xnor2_1,0.16
clkdlybuf4s50_1,0.48
[cell families (layout without fill, tap and decap cells)]
group	count (synthesis)	after routing	synth area share
buffers and inverters	83	118	0.0778
adder cells (fa/ha/maj)	124	124	0.526
XOR/XNOR	30	30	0.0656
AND-OR/OR-AND	84	84	0.141
AND/OR/NAND/NOR	165	165	0.189
[through the flow]
stage / power, W / utilization / setup WS [ns]
floorplan: 0.000397 / - / 4.43
global placement: 0.000671 / 0.473 / 2.85
detailed placement: 0.000674 / 0.473 / 2.87
CTS: 0.000678 / 0.473 / 2.82
global route: 0.000753 / 0.473 / 2.41
finish: 0.000662 / 0.473 / 2.84
[final timing paths]
check                  startpoint           to  slack (ns)
setup / recovery    multiplier[0]  product[23]        2.84
hold / removal    multiplicand[0]   product[0]        7.33
[Yosys cell counts (2+ instances only)]
cell / count
and2_1: 43
ha_1: 50
o21bai_1: 5
o21ai_0: 8
nor2b_1: 2
o21ai_1: 7
a211oi_2: 2
a21oi_1: 22
nor3_1: 2
a211oi_1: 6
nand2_1: 92
fa_1: 74
clkbuf_1: 13
a31oi_1: 3
o21a_1: 3
o31ai_1: 3
inv_1: 70
a21oi_2: 2
o211ai_1: 3
xnor2_1: 19
nand3_1: 5
xor2_1: 11
a21o_1: 11
nor2_1: 17
[layer usage]
| layer | up-vias | track usage | part of all wire |
|---|---|---|---|
| met5 | - | 0 | 0 |
| met4 | 0 | 0.00549 | 0.0041 |
| met3 | 4 | 0.00487 | 0.026 |
| met2 | 70 | 0.323 | 0.52 |
| met1 | 1639 | 0.261 | 0.45 |
| li1 | 1629 | - | - |
[power groups by stage]
stage / logic (W) / clock network, W / registers, W
after CTS: 0.000678 / 0 / 0
after global routing: 0.000753 / 0 / 0
final: 0.000662 / 0 / 0
[final cells by class]
class | instances | share of cell area
tap | 133 | 0.0362
timing repair buffer | 48 | 0.104
multi-input combinational | 403 | 0.802
inverter | 70 | 0.0571
Power figures rest on the tool's default switching activity, not on a simulated workload.
